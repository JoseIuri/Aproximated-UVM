**design/flow/design.v**
```verilog
module mul8s(clk, rst, A, B, O );
  input clk;
  input rst;
  input [7:0] A;
  input [7:0] B;
  output reg [15:0] O;
  wire C_3_2,C_3_3,C_3_4,C_3_5,C_3_6,C_3_7,C_4_2,C_4_3,C_4_4,C_4_5,C_4_6,C_4_7,C_5_2,C_5_3,C_5_4,C_5_5,C_5_6,C_5_7,C_6_2,C_6_3,C_6_4,C_6_5,C_6_6,C_6_7,C_7_2,C_7_3,C_7_4,C_7_5,C_7_6,C_7_7,C_8_2,C_8_3,C_8_4,C_8_5,C_8_6,C_8_7,S_2_2,S_2_3,S_2_4,S_2_5,S_2_6,S_2_7,S_3_1,S_3_2,S_3_3,S_3_4,S_3_5,S_3_6,S_3_7,S_4_0,S_4_1,S_4_2,S_4_3,S_4_4,S_4_5,S_4_6,S_4_7,S_5_0,S_5_1,S_5_2,S_5_3,S_5_4,S_5_5,S_5_6,S_5_7,S_6_0,S_6_1,S_6_2,S_6_3,S_6_4,S_6_5,S_6_6,S_6_7,S_7_0,S_7_1,S_7_2,S_7_3,S_7_4,S_7_5,S_7_6,S_7_7,S_8_0,S_8_1,S_8_2,S_8_3,S_8_4,S_8_5,S_8_6,S_8_7;
  wire [15:0] O1;
  assign S_2_2 = (A[2] & B[2]);
  assign S_2_3 = (A[2] & B[3]);
  assign S_2_4 = (A[2] & B[4]);
  assign S_2_5 = (A[2] & B[5]);
  assign S_2_6 = (A[2] & B[6]);
  assign S_2_7 = ~(A[2] & B[7]);
  assign S_3_1 = S_2_2;
  PDKGENHAX1 U315 (.A(S_2_3), .B((A[3] & B[2])), .YS(S_3_2), .YC(C_3_2));
  PDKGENHAX1 U316 (.A(S_2_4), .B((A[3] & B[3])), .YS(S_3_3), .YC(C_3_3));
  PDKGENHAX1 U317 (.A(S_2_5), .B((A[3] & B[4])), .YS(S_3_4), .YC(C_3_4));
  PDKGENHAX1 U318 (.A(S_2_6), .B((A[3] & B[5])), .YS(S_3_5), .YC(C_3_5));
  PDKGENHAX1 U319 (.A(S_2_7), .B((A[3] & B[6])), .YS(S_3_6), .YC(C_3_6));
  PDKGENHAX1 U320 (.A(1'b1), .B(~(A[3] & B[7])), .YS(S_3_7), .YC(C_3_7));
  assign S_4_0 = S_3_1;
  assign S_4_1 = S_3_2;
  PDKGENFAX1 U323 (.A(S_3_3), .B(C_3_2), .C((A[4] & B[2])), .YS(S_4_2), .YC(C_4_2));
  PDKGENFAX1 U324 (.A(S_3_4), .B(C_3_3), .C((A[4] & B[3])), .YS(S_4_3), .YC(C_4_3));
  PDKGENFAX1 U325 (.A(S_3_5), .B(C_3_4), .C((A[4] & B[4])), .YS(S_4_4), .YC(C_4_4));
  PDKGENFAX1 U326 (.A(S_3_6), .B(C_3_5), .C((A[4] & B[5])), .YS(S_4_5), .YC(C_4_5));
  PDKGENFAX1 U327 (.A(S_3_7), .B(C_3_6), .C((A[4] & B[6])), .YS(S_4_6), .YC(C_4_6));
  PDKGENHAX1 U328 (.A(C_3_7), .B(~(A[4] & B[7])), .YS(S_4_7), .YC(C_4_7));
  assign S_5_0 = S_4_1;
  assign S_5_1 = S_4_2;
  PDKGENFAX1 U331 (.A(S_4_3), .B(C_4_2), .C((A[5] & B[2])), .YS(S_5_2), .YC(C_5_2));
  PDKGENFAX1 U332 (.A(S_4_4), .B(C_4_3), .C((A[5] & B[3])), .YS(S_5_3), .YC(C_5_3));
  PDKGENFAX1 U333 (.A(S_4_5), .B(C_4_4), .C((A[5] & B[4])), .YS(S_5_4), .YC(C_5_4));
  PDKGENFAX1 U334 (.A(S_4_6), .B(C_4_5), .C((A[5] & B[5])), .YS(S_5_5), .YC(C_5_5));
  PDKGENFAX1 U335 (.A(S_4_7), .B(C_4_6), .C((A[5] & B[6])), .YS(S_5_6), .YC(C_5_6));
  PDKGENHAX1 U336 (.A(C_4_7), .B(~(A[5] & B[7])), .YS(S_5_7), .YC(C_5_7));
  assign S_6_0 = S_5_1;
  assign S_6_1 = S_5_2;
  PDKGENFAX1 U339 (.A(S_5_3), .B(C_5_2), .C((A[6] & B[2])), .YS(S_6_2), .YC(C_6_2));
  PDKGENFAX1 U340 (.A(S_5_4), .B(C_5_3), .C((A[6] & B[3])), .YS(S_6_3), .YC(C_6_3));
  PDKGENFAX1 U341 (.A(S_5_5), .B(C_5_4), .C((A[6] & B[4])), .YS(S_6_4), .YC(C_6_4));
  PDKGENFAX1 U342 (.A(S_5_6), .B(C_5_5), .C((A[6] & B[5])), .YS(S_6_5), .YC(C_6_5));
  PDKGENFAX1 U343 (.A(S_5_7), .B(C_5_6), .C((A[6] & B[6])), .YS(S_6_6), .YC(C_6_6));
  PDKGENHAX1 U344 (.A(C_5_7), .B(~(A[6] & B[7])), .YS(S_6_7), .YC(C_6_7));
  assign S_7_0 = S_6_1;
  assign S_7_1 = S_6_2;
  PDKGENFAX1 U347 (.A(S_6_3), .B(C_6_2), .C(~(A[7] & B[2])), .YS(S_7_2), .YC(C_7_2));
  PDKGENFAX1 U348 (.A(S_6_4), .B(C_6_3), .C(~(A[7] & B[3])), .YS(S_7_3), .YC(C_7_3));
  PDKGENFAX1 U349 (.A(S_6_5), .B(C_6_4), .C(~(A[7] & B[4])), .YS(S_7_4), .YC(C_7_4));
  PDKGENFAX1 U350 (.A(S_6_6), .B(C_6_5), .C(~(A[7] & B[5])), .YS(S_7_5), .YC(C_7_5));
  PDKGENFAX1 U351 (.A(S_6_7), .B(C_6_6), .C(~(A[7] & B[6])), .YS(S_7_6), .YC(C_7_6));
  PDKGENHAX1 U352 (.A(C_6_7), .B((A[7] & B[7])), .YS(S_7_7), .YC(C_7_7));
  assign S_8_0 = S_7_1;
  assign S_8_1 = S_7_2;
  PDKGENHAX1 U355 (.A(S_7_3), .B(C_7_2), .YS(S_8_2), .YC(C_8_2));
  PDKGENFAX1 U356 (.A(S_7_4), .B(C_8_2), .C(C_7_3), .YS(S_8_3), .YC(C_8_3));
  PDKGENFAX1 U357 (.A(S_7_5), .B(C_8_3), .C(C_7_4), .YS(S_8_4), .YC(C_8_4));
  PDKGENFAX1 U358 (.A(S_7_6), .B(C_8_4), .C(C_7_5), .YS(S_8_5), .YC(C_8_5));
  PDKGENFAX1 U359 (.A(S_7_7), .B(C_8_5), .C(C_7_6), .YS(S_8_6), .YC(C_8_6));
  PDKGENFAX1 U360 (.A(1'b1), .B(C_8_6), .C(C_7_7), .YS(S_8_7), .YC(C_8_7));
  assign O1 = {S_8_7,S_8_6,S_8_5,S_8_4,S_8_3,S_8_2,S_8_1,S_8_0,S_7_0,S_6_0,S_5_0,S_4_0,1'b0,1'b0,1'b0,1'b0};
  always @(posedge clk or negedge rst) begin
    if (!rst) begin
      O <= 16'b0;
    end 
    else begin
      O <= O1;
    end
  end
endmodule
module PDKGENHAX1( input A, input B, output YS, output YC );
    assign YS = A ^ B;
    assign YC = A & B;
endmodule
module PDKGENFAX1( input A, input B, input C, output YS, output YC );
    assign YS = (A ^ B) ^ C;
    assign YC = (A & B) | (B & C) | (A & C);
endmodule
```
**design/flow/run.sh**
```bash
#!/bin/bash
# OpenROAD 26Q1-2900-gdf79404cd8, Yosys 0.63+post, stock flow scripts
make -C /OpenROAD-flow-scripts/flow DESIGN_CONFIG=/design/flow/config.mk WORK_HOME=/design/flow/orfs finish
```
**design/flow/config.mk**
```make
export PLATFORM = sky130hd
export DESIGN_NAME = mul8s
export DESIGN_NICKNAME = mul8s
export VERILOG_FILES = /design/flow/design.v
export SDC_FILE = /design/flow/constraint.sdc
export NUM_CORES = 4
export LEC_CHECK = 1
export CORE_UTILIZATION = 30
```
**design/flow/constraint.sdc**
```tcl
current_design mul8s

set clk_period 1.0
set clk_io_pct 0.2

create_clock -name clk0 -period $clk_period [get_ports {clk}]

set non_clock_inputs [all_inputs -no_clocks]
set_input_delay [expr $clk_period * $clk_io_pct] -clock clk0 $non_clock_inputs
set_output_delay [expr $clk_period * $clk_io_pct] -clock clk0 [all_outputs]
```
==> flow_summary.yaml <==
# physical design summary
synthesis:
  ys_cells: 128
  synth_cells: 128
  synth_sequential_area_ratio: 0.234
  synthDistinctLibCells: 9
  synth-async-reset-ratio: 1.00
  synth_dominant_cell_count: "sky130_fd_sc_hd__inv_1"
  warning_count_from_the_yosys_run: 1
  netlist_top_cells_area: "sky130_fd_sc_hd__fa_1, sky130_fd_sc_hd__dfrtp_1, sky130_fd_sc_hd__inv_1"
  netlist.top_cell.by_area: "sky130_fd_sc_hd__fa_1"
  syn_area_sq_um: 1280
  synth-edff-count: 0
  numSynthFlops: 12
  yosys_area_sq_um: 1280
  yosys_most_used_dff: "sky130_fd_sc_hd__dfrtp_1"
  synth_largest_type_area_fraction: 0.374
  synthesis.area_per_instance_sq_um: 10.0
  synth.cells.most_frequent: "sky130_fd_sc_hd__inv_1, sky130_fd_sc_hd__fa_1, sky130_fd_sc_hd__and2_1"
routing:
  drt.antenna.violating_nets: 0
  drt-initial-drc-count: 16
  post_drt_via_cell_ratio: 4.05
  detailedRoute.firstPassIterationCount: 2
  detailroute.via_count: 891
  insertedDiodeCount: 0
  drcViolationCount: 0
  routedWlPerCell_microns: 8.68
  route.final.wire_length_microns: 1910
power:
  clock_power_share: 0.157
  power_frac_seq: 0.283
  sw_frac_of_total: 0.320
  max-vdd-ir-drop_v: 0.000705
  power.internal_mw: 1.77
  p_leak_nw: 0.896
  share_comb_of_total_power: 0.559
  total_switching_power_uw: 833
  cellPowerDensity_nw_per_um2: 1420
clock_tree:
  cts_tree: "done"
  cts_clk_pin_slew_worst_paths_ns: 0.05
  number_of_sinks_handled_by_clock_tree_synthesis: 12
  cts_htree_levels: 1
  tritoncts.num_buffers: 3
  cts-root-to-sink-buffers: 2
  holdBufCountCts: 0
  cts_root_buffer: "sky130_fd_sc_hd__clkbuf_8"
timing:
  fin_ws_ns: -3.21
  timing.final.max_slew_violations: 0
  report.final.hold_viol_count: 0
  final_setup_violation_count: 10
  maxClockFrequency_mhz: 237
  final.period_utilization: 4.21
  finalWorstPathRequiredPeriod_ns: 4.21
  fin_tns_setup_ns: -19.32
  setup_repair_after_global_routing_missed_its_margin: "true"
flow_run:
  timing.max_cap.violations: 0
  tool_warnings: 32
die:
  placement_rows: 23
  pin_count: 34
  floorplan.initialDensity: 0.316
  chip_area_sq_um: 4540
  core_area_sq_um: 4060
  die_height_microns: 67.4
  die_width_microns: 67.4
outcome:
  outcome: "complete, but fails checks"
  failed_checks: "negative setup slack"
global_routing:
  pin_count_of_the_biggest_net_entering_global_routing: 13
  first_pass_grt_wire_length_microns: 3330
  antenna_found_initial: 0
  grt_usage: 0.0988
  first_global_vias: 864
  globalRouteOverflowTotal: 0
layout:
  synth_to_final_area_change_pct: 43.0
  largest_register_ffs: 12
  layout.core_utilization: 0.452
  max_flop_register: "O"
  post_route_cells_drive_above_1_share: 0.406
  biggestRegsByFlops: "O: 12 flops"
worst_setup_path:
  cp_cell_sequence: "buf_8 -> and2_4 -> ha_4 -> inv_2 -> fa_1 -> inv_1 -> fa_2 -> fa_1 -> inv_2 -> fa_2 -> inv_2 -> ha_4 -> inv_2 -> fa_2 -> fa_2 -> fa_2 -> fa_2 -> inv_1"
  worstPathArrival_ns: 4.34
  crit_family: "adder cells"
  worst-setup-path-type: "input pin to flip-flop"
  worst_setup_ep_type: "flip-flop"
  path_common_cell: "sky130_fd_sc_hd__fa_2"
  cp.buffers_inverters: 7
  cp-start-kind: "input pin"
  critPathMaxStageDelay_ns: 0.52
  cp.required_ns: 1.13
  critical_path.max_fanout: 4
  cpMaxStageDelayCell: "sky130_fd_sc_hd__fa_2"
placement:
  port_buffer_cells: 25
  detailed_place_hpwl_microns: 1780
  routabilityCongestion: 0.786
worst_hold_path:
  hold_path_class: "input pin to asynchronous set/reset pin"
-- power by group through the flow --
stage | sequential (mW) | combinational, mW | clock, mW
after CTS | 0.738 | 1.50 | 0.425
after global routing | 0.758 | 1.72 | 0.452
final | 0.736 | 1.46 | 0.409
-- area by class of cell --
type | count | area [sq um]
clock buffer | 3 | 41.3
fill | 368 | 2220
inverter | 40 | 150
multi-input combinational | 75 | 925
sequential | 12 | 300
tap | 50 | 62.6
timing repair buffer | 40 | 357
-- final timing paths --
check                      cells after the start  slack (ns)  from         endpoint
setup / recovery                              18       -3.21  A[3]  O[14]$_DFF_PN0_
hold / removal                                 2        0.27   rst   O[9]$_DFF_PN0_
max in group asynchronous                      2        0.58   rst  O[15]$_DFF_PN0_
min in group clk0                              3        0.29  A[2]   O[4]$_DFF_PN0_
-- metal layers --
layer | global-route usage | vias up | wire length (microns) | share of wire
li1 | - | 430 | - | -
met1 | 0.137 | 438 | 831 | 0.44
met2 | 0.174 | 21 | 974 | 0.51
met3 | 0.0137 | 2 | 97 | 0.051
met4 | 0.0106 | 0 | 6 | 0.0031
met5 | 0 | - | 0 | 0
-- repair_timing --
item                                    4_1_cts  5_1_grt
buffers inserted                              3        0
gates resized                                73        9
endpoints found under the setup margin       23       13
pin swaps                                    15        7
endpoints found under the hold margin         0        0
-- layout by cell type, fill, tap and decap left out --
cell	instances
sky130_fd_sc_hd__and2_1	13
sky130_fd_sc_hd__nand2_1	15
sky130_fd_sc_hd__ha_1	4
sky130_fd_sc_hd__clkbuf_8	3
sky130_fd_sc_hd__and2_4	7
sky130_fd_sc_hd__clkdlybuf4s15_2	1
sky130_fd_sc_hd__fa_1	14
sky130_fd_sc_hd__ha_2	1
sky130_fd_sc_hd__buf_4	13
sky130_fd_sc_hd__buf_2	2
sky130_fd_sc_hd__xor2_1	1
sky130_fd_sc_hd__dfrtp_1	12
sky130_fd_sc_hd__buf_8	1
sky130_fd_sc_hd__conb_1	4
sky130_fd_sc_hd__fa_2	10
sky130_fd_sc_hd__buf_6	6
sky130_fd_sc_hd__nand2_2	1
sky130_fd_sc_hd__clkdlybuf4s15_1	10
sky130_fd_sc_hd__clkbuf_2	3
sky130_fd_sc_hd__inv_1	24
sky130_fd_sc_hd__ha_4	5
sky130_fd_sc_hd__clkdlybuf4s50_1	4
sky130_fd_sc_hd__inv_2	16
-- per-stage QoR --
step	std cells	setup slack (ns)	hold slack (ns)	instance area [sq um]	power, mW
floorplan	131	-3.27	-0.0956	1400	1.61
global placement	214	-3.91	0.514	1770	2.26
detailed placement	214	-3.94	0.517	1770	2.29
CTS	220	-3.22	0.272	1850	2.66
global route	220	-3.30	0.301	1840	2.93
finish	220	-3.21	0.271	1840	2.60
-- kinds of logic after synthesis --
group | count (synthesis) | share of synthesized area
buffers and inverters | 44 | 0.140
DFF | 12 | 0.234
other | 1 | 0.00292
xor gates and xnor gates | 1 | 0.00682
and+or+nand+nor | 36 | 0.144
adders and majority gates | 34 | 0.472
Power and IR drop assume default switching activity.
